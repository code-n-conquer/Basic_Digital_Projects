==> design.v <==
`timescale 1ns / 1ps
module dual_ram(
    input clk,
    input w_en,
    input [5:0] read_address,
    input [5:0] write_address,
    input [7:0]data_in,
    output reg [7:0] data_out
);
reg [7:0] memory[63:0];
always@(posedge clk) 
begin
    if (w_en)
        memory[write_address] <= data_in;
    else
        data_out <= memory[read_address]; 
end
endmodule
==> run.sh <==
#!/bin/bash
# OpenROAD 26Q1-2900-gdf79404cd8, Yosys 0.63+post, stock flow scripts
make -C /OpenROAD-flow-scripts/flow DESIGN_CONFIG=/design/flow/config.mk WORK_HOME=/design/flow/orfs finish
==> config.mk <==
export PLATFORM = sky130hd
export DESIGN_NAME = dual_ram
export DESIGN_NICKNAME = dual_ram
export VERILOG_FILES = /design/flow/design.v
export SDC_FILE = /design/flow/constraint.sdc
export NUM_CORES = 4
export LEC_CHECK = 1
export CORE_UTILIZATION = 40
==> constraint.sdc <==
current_design dual_ram

set clk_period 3.9
set clk_io_pct 0.2

create_clock -name clk0 -period $clk_period [get_ports {clk}]

set non_clock_inputs [all_inputs -no_clocks]
set_input_delay [expr $clk_period * $clk_io_pct] -clock clk0 $non_clock_inputs
set_output_delay [expr $clk_period * $clk_io_pct] -clock clk0 [all_outputs]
==> results_slide.txt <==
Flow Results at a Glance

Run status
  – Status: completed

Final layout
  – Synth-to-layout area growth: 14.9%
  – Fraction of layout instances using a drive strength above 1: 0.262
  – Fillers: between 4000 and 5000
  – Post-layout util: 0.465

Clock network
  – # resized after CTS: 0
  – Hold buffers post-CTS: 0
  – Root Buffer: clkbuf_16
  – CTS tree: done
  – Setup bufs post-CTS: 0
  – CTS sink cnt: roughly 520
  – H-Tree Depth: 2
  – Clk latency late pin: 0.59 ns
  – Max Buffers Root-to-Sink: 3
  – Reg clk slew, reported paths: 0.06 ns
  – TritonCTS buffer count: 51

Power
  – P_int: slightly above 9000 uW
  – Lkg Pwr: approximately 0.0073 uW
  – NetSw: roughly 2400 uW
  – Net Sw Frac: 0.206
  – Seq pwr share: 0.534
  – PwrDens: 500 nW/um2
  – Combinational power share: 0.052
  – VDD IR max: ~0.35 mV
  – Clock power share: 0.414

GRT
  – Tot GR Track Use: 0.205
  – Number of global-route vias before repair: approximately 11000
  – Initial antenna violation count: 2
  – Largest net degree at the start of global routing: between 60 and 70
  – Grt ovf: 0
  – First-pass GRT wire length: around 69 mm

Route
  – Remaining DRCs: 0
  – Drt initial violations: approximately 720
  – Drt pass-1 iters: 5
  – Drt total wl: 46.0 mm
  – Routed metal-1 wire length: between 15 and 20 mm
  – Top Metal Used: met5
  – Average wire per standard cell: roughly 26 um
  – WL met2: around 21 mm
  – ANT cells: 0
  – Via Count: between 9000 and 10000
  – DR WL met3: 6.91 mm
  – Vias per cell: approximately 5.5
  – Antenna viol nets, final: 0

Timing
  – Fmax: 369 MHz
  – Final Hold Fails: 0
  – Slew @ Worst Pin: roughly 0.8 ns
  – Setup violators final: 0
  – Cycle use final: 0.695
  – Setup TNS: 0 ns
  – Min Tclk post-route: 2.71 ns
  – Final tally of max-slew violations: 0
  – RSZ-0062 raised after global routing: no
  – Clock skew: 0.0207 ns
  – Relative slew slack: 0.444

Floorplanning
  – Die height: about 230 um
  – Die Area: about 52000 um2
  – Core Rows: between 80 and 90
  – I/O pins: 30
  – Floorplan Core Area: about 50000 um2
  – Die X: about 230 um
  – Initial core utilization: 0.405

Logic synthesis
  – Post-synth top area cell: edfxtp_1
  – Syn_area_per_cell: between 20 and 25 um2
  – Post-synthesis cell count: 961
  – Synth async-reset ratio: 0
  – Post-synth area hogs: edfxtp_1, mux4_2, nor2_1, mux2i_1, a22oi_1
  – Yosys cell count: around 960
  – Synthesized area: just over 20000 um2
  – Logic family by area: multiplexers
  – Adder Area Share: 0
  – Mux frac, synth: 0.149
  – XOR Share, Synth: 0
  – Cell Type Count: 42
  – Most common cell in the netlist: edfxtp_1
  – Aoi share: 0.0281
  – Yosys reg bits: 520
  – Synth Seq Share: 0.770
  – Simple Share, Synth: 0.0361
  – Yosys chip area: approximately 20000 um2
  – Commonest flop: edfxtp_1
  – Post-synth EDFFs: ~520
  – Max-area cell share: 0.770
  – Synth cell count leaders: edfxtp_1, mux4_2, nor2_1
  – Synth Warn #: 1

Job
  – Total of max-cap violations: 0
  – OpenROAD warning count: 25

Place
  – Final Wtd Congestion: just over 0.9
  – HPWL after detailed placement: between 20 and 30 mm
  – I/O Buffers: 29

Worst setup path
  – Launch point of the worst reg-to-reg path: memory[3][7]
  – CP Launch Type: input pin
  – Worst stage delay on the critical path: 0.71 ns
  – Crit Path Category: in2reg
  – CP Capture Type: flip-flop
  – Worst path cell trace: clkdlybuf4s50_1 > inv_1 > nor2_1 > nand2_1 > nor2_1
  – R2r setup slk: between 1.5 and 2 ns
  – Arrival time worst endpoint: between 2 and 3 ns
  – CP Data Required Time: a little over 4 ns
  – R2R Path End: data_out[7]
  – Worst-case reg-to-reg path depth: 5
  – Cell repeated most along the worst path: nor2_1
  – CP max stage cell: nor2_1
  – Largest fanout on the critical path: 10

Min path
  – Hold Path Origin: data_in[7]
  – Hold Crit Class: in2reg
  – Cell depth of the worst hold path: 1
  – WHS Endpoint: memory[54][7]
## registers in the layout (all words and copies together), names as in the netlist
register,cells
memory,512
data_out,8
## area by class of cell
type,count,area [um2],area share
Inverter,2,7.51,0.000322
Timing Repair Buffer,104,881,0.0378
Clock buffer,67,1340,0.0573
Clock inverter,27,292,0.0125
Multi-Input combinational cell,388,4330,0.186
Tap cell,672,841,0.0361
Sequential cell,520,15600,0.670
## layer usage
layer / up-vias / GRT usage
met4: 2 / 0.0323
met5: - / 0
met2: 565 / 0.291
li1: 4228 / -
met1: 4979 / 0.291
met3: 68 / 0.136
## per-stage QoR
stage	hold WS (ns)	power [uW]	setup WS (ns)	area (um2)	instances
after detailed placement	0.953	6940	0.640	21700	1686
after global routing	0.601	12000	1.04	23300	1780
after floorplan	0.829	6660	1.31	20300	961
after global placement	0.939	6940	0.689	21700	1686
after CTS	0.569	11700	1.24	23300	1780
final	0.575	11600	1.19	23300	1780
## worst max path at each step
stage	from	endpoint	slack, ns
4_1_cts	w_en	memory[56][1]	1.24
5_1_grt	w_en	memory[56][7]	1.04
6_report	w_en	memory[48][0]	1.19
## layout by cell type, fill, tap and decap left out, types with 2 or more instances in the layout
cell / Yosys / routed
a22o_1: 2 / 2
a31oi_1: 6 / 6
a21oi_1: 9 / 9
and4b_1: 2 / 2
nor2b_1: 10 / 10
clkinvlp_4: 0 / 2
a211oi_1: 2 / 2
o21ai_0: 3 / 3
and2_1: 2 / 2
nor2_1: 79 / 79
or2_2: 2 / 2
edfxtp_1: 520 / 520
mux2i_1: 28 / 28
nand3_1: 16 / 16
mux4_2: 119 / 119
o22ai_1: 18 / 18
inv_1: 2 / 2
buf_2: 11 / 10
buf_12: 2 / 6
o22a_1: 3 / 3
nand2_1: 18 / 18
o221ai_1: 5 / 5
a2111oi_0: 2 / 2
clkinv_1: 0 / 5
clkinv_2: 0 / 12
clkbuf_16: 0 / 51
clkdlybuf4s50_1: 0 / 17
o21ai_1: 2 / 2
nand2b_1: 10 / 10
a2111oi_2: 3 / 3
mux2_2: 6 / 6
a221o_1: 4 / 4
buf_4: 3 / 70
bufinv_16: 0 / 6
a22oi_1: 18 / 18
nand3b_1: 4 / 4
clkbuf_1: 23 / 16
nor3_1: 8 / 8
## power by group through the flow
| stage | Sequential [uW] | Combinational [uW] | Clock [uW] |
|---|---|---|---|
| after global routing | 6220 | 650 | 5120 |
| after CTS | 6220 | 610 | 4910 |
| final | 6220 | 603 | 4820 |
## logic make-up after synthesis
| logic type | count (synthesis) |
|---|---|
| simple gates | 157 |
| buf+inv | 53 |
| compound gates | 78 |
| mux | 153 |
| flops | 520 |
## worst max-delay path, delay by kind of cell
| kind | cells | cell delay, ns |
|---|---|---|
| AND/OR/NAND/NOR | 3 | 1.33 |
| buffers and inverters | 2 | 0.81 |
Power and IR drop assume default switching activity.

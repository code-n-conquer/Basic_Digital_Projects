--- flow/design.v ---
`timescale 1ns/1ps
module ram_single_port(
    input clk,
    input write_en,
    input reset,
    input [6:0] addr,
    input [7:0] data_in,
    output reg [7:0] data_out    
);
integer i;
reg [7:0] memory [63:0];
reg [7:0] temp;
reg [7:0] op_buff;
always@(posedge clk) 
begin
    if (reset == 1'b1)
    begin
        for (i=0;i<64;i=i+1) 
            memory[i] <= 8'h00;
        temp<=8'h00;
    end
    else
    begin
        if (write_en == 1)
        begin
            temp <= data_in;
            memory[addr] <= data_in;
        end
        else
        begin
            temp <= memory[addr];
            data_out <= memory[addr];
        end
    end  
end
endmodule
--- flow/run.sh ---
#!/bin/bash
# OpenROAD 26Q1-2900-gdf79404cd8, Yosys 0.63+post, stock flow scripts
make -C /OpenROAD-flow-scripts/flow DESIGN_CONFIG=/design/flow/config.mk WORK_HOME=/design/flow/orfs finish
--- flow/config.mk ---
export PLATFORM = sky130hd
export DESIGN_NAME = ram_single_port
export DESIGN_NICKNAME = ram_single_port
export VERILOG_FILES = /design/flow/design.v
export SDC_FILE = /design/flow/constraint.sdc
export NUM_CORES = 4
export LEC_CHECK = 1
export CORE_UTILIZATION = 30
--- flow/constraint.sdc ---
current_design ram_single_port

set clk_period 11.9
set clk_io_pct 0.2

create_clock -name clk0 -period $clk_period [get_ports {clk}]

set non_clock_inputs [all_inputs -no_clocks]
set_input_delay [expr $clk_period * $clk_io_pct] -clock clk0 $non_clock_inputs
set_output_delay [expr $clk_period * $clk_io_pct] -clock clk0 [all_outputs]
==> impl_metrics.csv <==
group,metric,value,unit
routing,viasPerCell,5.16,
timing,worst_slack,6740,ps
worst_hold_path,hold_class,"reg2reg",
timing,fmax,194,MHz
timing,setup_viol,0,
clock_tree,root_buffer,"clkbuf_16",
synth,ys_top_cells_by_count,"edfxtp_1 (520), and2_1 (516), clkbuf_1 (84)",
clock_tree,cts_tree,"yes",
clock_tree,ctsResizeCount,0,
synth,synth.most_common_cell,"edfxtp_1",
synth,yosys.stat.seqShare,64.2,%
worst_setup_path,arrival,5610,ps
clock_tree,htreeDepth,2,
synth,synth_warnings,1,
routing,antenna_left,0,
die,fp-utilization,30.2,%
worst_setup_path,path_class,"in2reg",
timing,period_used_share,43.3,%
synth,area_leaders,"edfxtp_1 (64%), and2_1 (13%), a221oi_1 (2.0%)",
die,dieArea,0.0822,mm2
timing,whs,799,ps
timing,tightest_slew,959,ps
routing,drt_wl_total,67800,um
global_routing,grt_usage,17.6,%
synth,syn_area_per_cell,13.3,um2
clock_tree,numCtsBuffers,55,
routing,drtPass1Iterations,7,
die,pin_count,26,
clock_tree,clkTransAtPathRegs,60,ps
worst_setup_path,endpoint_kind,"flop",
place,io_buffers,24,
power,p_leak,0.00919,uW
routing,diodes,0,
power,clkPwrFrac,40.7,%
synth,edf_count,520,
clock_tree,clock-sinks,520,
worst_setup_path,required,12360,ps
synth,synth_stat.cells,1831,
layout,fin_util,33.8,%
die,die_width,287,um
routing,drt_iter0_drc,971,
synth,yosysTopAreaCell,"edfxtp_1",
synth,syn_area,0.0243,mm2
synth,yosys_area,0.0243,mm2
routing,vias,14900,
global_routing,gr-total-overflow,0,
timing,min_period,5160,ps
synth,synth-main-ff-cell,"edfxtp_1",
power,power.switching_fraction,22.9,%
timing,fin_worst_skew,27.3,ps
die,placementRows,104,
clock_tree,worstSkewPairLatency,620,ps
global_routing,grt_pass1_vias,15300,
layout,drive_gt1_share,13.5,%
synth,synth_flops,520,
timing,max-slew-margin-rel,35.9,%
die,core,0.0804,mm2
power,power_frac_seq,52.0,%
clock_tree,cts-hold-fix-buffers,0,
synth,synth.distinct_cells,60,
routing,drc,0,
synth,synth_top_area_share,64.2,%
power,internal_power,3170,uW
worst_setup_path,startpoint_type,"input port",
layout,syn_to_final_growth,11.8,%
timing,setup-tns-final,0,ps
status,outcome,"finished clean",
place,post-dp-hpwl,42300,um
job,drv_cap,0,
synth,netlist_instances,1831,
clock_tree,cts_setup_buffers,0,
job,warnings,28,
global_routing,grt_max_degree,121,
worst_setup_path,worstPathMaxFanout,54,
global_routing,antenna_found_initial,3,
power,power.density,151,mW/mm2
place,gp_congestion,0.926,
global_routing,grt_pass1_wl,101000,um
routing,detail_route.wl_per_cell,23.5,um
layout,fin_cells,2891,
timing,final_max_slew_viol_count,0,
power,p_switching,941,uW
place,place_ws,6190,ps
place,dp.cells,2792,
timing,finalHoldViolations,0,
die,fp.dieH,287,um
synth,async_reset_ff_share,0,%
power,pwr-share-comb,7.4,%
power,ir_drop,0.000103,V
clock_tree,clockBufferDepth,3,
timing,rsz0062_at_grt,"no",
cell type report:
type | count | area (um2)
clock buffer | 64 | 1410
clock inverter | 35 | 328
fill | 7664 | 53200
inverter | 5 | 18.8
multi-input combinational | 1153 | 8050
sequential | 520 | 15600
tap | 1060 | 1330
timing repair buffer | 54 | 429
state kept, by name (all words and copies together), names as in the netlist:
register and count:
memory 512, data_out 8
cells in the final DEF, fill, tap and decap left out, types with 4 or more instances in the layout:
cell	count
a211oi_1	7
a21oi_1	25
a221o_1	16
a221oi_1	55
a22o_1	11
a22oi_1	62
a31oi_1	8
and2_1	516
and3_1	11
buf_2	9
buf_4	31
bufinv_16	6
clkbuf_1	9
clkbuf_16	55
clkdlybuf4s50_1	12
clkinv_1	16
clkinv_2	8
edfxtp_1	520
mux2_2	26
mux2i_1	44
mux4_2	21
nand2_1	28
nand2b_1	13
nand3_1	16
nand3b_1	14
nand4_1	5
nor2_1	73
nor3_1	4
nor3b_1	10
o211ai_1	4
o21ai_0	15
o221ai_1	18
o22a_1	6
o22ai_1	15
o2bb2ai_1	5
or2_2	68
or3_1	7
or3b_2	9
stage by stage:
step	total power, uW	cell area [um2]
floorplan	2350	24300
global placement	2470	25400
detailed placement	2480	25400
CTS	4140	27200
global route	4230	27200
finish	4110	27200
worst paths after layout:
path / slack (ps) / from / endpoint / cells after the start
hold / removal: 800 / memory[23][6] / data_out[6] / 4
setup reg to reg: 9500 / memory[44][6] / data_out[6] / 5
setup / recovery: 6740 / addr[0] / data_out[2] / 8
hold reg to reg: 800 / memory[23][6] / data_out[6] / 4
cell families (layout without fill, tap and decap cells):
| logic type | after synthesis | in the layout | share of synthesized area (%) |
|---|---|---|---|
| AOI/OAI and AO/OA | 270 | 270 | 8.60 |
| DFF | 520 | 520 | 64.2 |
| buffers and inverters | 158 | 158 | 2.74 |
| and+or+nand+nor | 792 | 792 | 19.5 |
| muxes | 91 | 91 | 4.96 |
worst max-delay path, cell delays in order:
cell and delay [ps]:
buf_4 520, buf_4 650, nor2b_2 550, buf_4 430
a221oi_1 210, o22ai_1 370, a22oi_1 240, nand4_1 180
power by group through the flow:
stage | Combinational [uW] | Clock [uW] | Sequential [uW]
4_1_cts | 302 | 1700 | 2140
5_1_grt | 324 | 1760 | 2150
6_report | 303 | 1670 | 2140
routing by layer:
| layer | GRT usage, % | up-vias | wire length [um] | part of all wire (%) |
|---|---|---|---|---|
| li1 | - | 6712 | - | - |
| met1 | 22.8 | 7298 | 25400 | 37 |
| met2 | 25.6 | 762 | 30300 | 45 |
| met3 | 10.4 | 133 | 9520 | 14 |
| met4 | 5.08 | 8 | 2440 | 3.6 |
| met5 | 0.930 | - | 142 | 0.21 |
No activity file was given, so power comes from the tool's default toggle rates.

--- ./config.mk ---
export PLATFORM = sky130hd
export DESIGN_NAME = bcd_2_7_seg
export DESIGN_NICKNAME = bcd_2_7_seg
export VERILOG_FILES = /design/flow/design.v
export SDC_FILE = /design/flow/constraint.sdc
export NUM_CORES = 4
export LEC_CHECK = 1
export CORE_AREA = 10 10 70 70
export DIE_AREA = 0 0 80 80
--- ./constraint.sdc ---
current_design bcd_2_7_seg

set clk_period 1.1
set clk_io_pct 0.2

create_clock -name clk0 -period $clk_period

set non_clock_inputs [all_inputs -no_clocks]
set_input_delay [expr $clk_period * $clk_io_pct] -clock clk0 $non_clock_inputs
set_output_delay [expr $clk_period * $clk_io_pct] -clock clk0 [all_outputs]
--- ./design.v ---
`timescale 1ns / 1ps
module bcd_2_7_seg(
input[3:0] inp,
output[6:0] y
);
reg [7:0] temp = 0;
initial begin 
temp = 0;
end
always@(*)
begin
case (inp)
4'b0000: temp=8'h00;
4'b0001: temp=8'h60;
4'b0010: temp=8'hDA;
4'b0011: temp=8'hF2;
4'b0100: temp=8'h66;
4'b0101: temp=8'hB6;
4'b0110: temp=8'hBE;
4'b0111: temp=8'hE0;
4'b1000: temp=8'hFE;
4'b1001: temp=8'hF6;
default: temp=8'h00;
endcase
end
assign y = temp[7:1];
endmodule
--- ./run.sh ---
#!/bin/bash
# OpenROAD 26Q1-2900-gdf79404cd8, Yosys 0.63+post, stock flow scripts
make -C /OpenROAD-flow-scripts/flow DESIGN_CONFIG=/design/flow/config.mk WORK_HOME=/design/flow/orfs finish
==> qor.csv <==
stage,metric,value,unit
run_status,status,finished with violations,
run_status,failing checks,setup timing,
placement,GP Congestion,0.7369,
pwr,worst vdd ir,62.81,uV
finish,Top cells excl fill/tap,"7 x buf_2, 4 x o22ai_2, 4 x buf_6",
yosys,"Seq/Total Area, Yosys",0,%
finish,Filler cells,391,
final_timing,worst setup margin,-132.0,ps
floorplan,Top Ports,11,
global_route,largest net degree at the start of global routing,7,
placement,post-DP HPWL,462.7,um
yosys,cells after synthesis,20,
floorplan,die span in x,80,um
final_timing,Final Hold Viols,0,
finish,Commonest Layout Cell,buf_2,
critical_path,critical path peak fanout,5,
route,DRT iter0 DRCs,10,
yosys,synth warn,1,
global_route,first-pass GRT wire length,1055,um
worst_hold_path,HP Class,in2out,
global_route,Tot GR Track Use,1.894,%
finish,register area,0,um^2
floorplan,floorplan core density,4.139,%
cts,hold buffers post-CTS,0,
final_timing,unrepaired setup endpoints after global routing,true,
critical_path,Worst setup SP type,input pin,
critical_path,crit path DAT,1010,ps
pwr,P_leak,0.1938,nW
placement,port buffer count,11,
route,vias per cell,2.583,
final_timing,Rel. slew slack,88.54,%
critical_path,crit path capture type,primary output,
worst_hold_path,Worst Hold End,y[4],
route,Routed Antenna Nets,0,
route,Routed WL,627,um
yosys,Yosys chip area,141.4,um^2
floorplan,die area,0.006400,mm^2
global_route,vias in the first global route,226,
finish,Final Non-Filler Cells,84,
floorplan,Core ar.,0.003416,mm^2
final_timing,Final setup viols,5,
finish,layout cell share with drive strength beyond 1,81.58,%
final_timing,min cycle time layout,1232,ps
finish,logic area,214.0,um^2
finish,final core occ,13.11,%
route,DR DRC count,0,
final_timing,setup_tns,-505.4,ps
yosys,Mapped Area,141.4,um^2
yosys,"Distinct cells, synth",10,
finish,# clk buffers,0,
worst_hold_path,Min-Delay Startpoint,inp[3],
final_timing,fin. max-slew vios,0,
global_route,gr ovfl total,0,
global_route,antenna violations before repair,0,
placement,placed cells,83,
final_timing,hold slack final,792.7,ps
finish,synthesis-to-layout area growth,216.8,%
worst_hold_path,hold-critical path depth,4,
critical_path,Setup Crit Path Kind,in2out,
yosys,Post-Syn Area per Cell,7.069,um^2
route,routed length per instance,7.464,um
finish,flop count,0,
floorplan,die height,80,um
run,Log Warnings,36,
route,ant diodes,0,
route,vias after detailed routing,217,
run,max cap viols,0,
pwr,Pwr Density,371.6,mW/mm^2
floorplan,Row Count,21,
final_timing,fin crit share,112.0,%
final_timing,Max Fclk,0.8117,GHz
critical_path,Worst EP required,880,ps
final_timing,Slew @ Worst Pin,172.0,ps
route,drt first pass iters,2,
yosys,ys cells,20,
==> critical path: stages <==
cell     delay (ps)
buf_8           100
buf_6           130
or3b_4          390
o21ai_2          60
buf_2           110
==> logic make-up after synthesis <==
family,after synthesis,synth area share (%)
adder cells (fa/ha/maj),3,26.55
AND/OR/NAND/NOR,4,20.36
multiplexers,1,7.964
buffers and inverters,4,10.62
AND-OR/OR-AND,7,28.31
XOR/XNOR,1,6.196
==> how the worst max path moves through the flow <==
stage | endpoint | slack (ps) | cells past startpoint | start
4_1_cts | y[5] | -160 | 6 | inp[0]
5_1_grt | y[4] | -160 | 5 | inp[1]
6_report | y[1] | -130 | 5 | inp[1]
==> repair_timing <==
item                                    4_1_cts  5_1_grt
pin swaps                                     7        5
gates resized                                62        4
endpoints found under the setup margin        7        7
buffers inserted                              1        0
==> cells in the mapped netlist <==
master	instances	share of area (%)
nor2_1	1	2.7
o22ai_1	4	18
mux2_1	1	8.0
inv_1	4	11
or3b_1	1	6.2
xnor2_1	1	6.2
ha_1	3	27
nand3b_1	1	5.3
nand2b_2	1	6.2
o21ai_1	3	11
==> through the flow <==
stage	setup slack, ps	cell area (um^2)	power, mW
floorplan	51.67	141.4	0.03336
global placement	-1081	354.1	0.1255
global route	-164.6	447.9	0.1845
detailed placement	-1067	354.1	0.1248
finish	-132.0	447.9	0.1664
CTS	-159.9	427.9	0.1589
==> power by group <==
group	switching, mW	internal [mW]	total, mW
clock network	0	0	0
registers	0	0	0
logic	0.0636	0.103	0.166
==> final cells by class <==
type               instances  share of cell area (%)
inverters                  4                   4.469
multi-input cells         16                   47.77
well taps                 46                   12.85
repair buffers            18                   34.92
==> routing by layer <==
| layer | up-vias | track usage (%) | share of wire (%) |
|---|---|---|---|
| li1 | 111 | - | - |
| met1 | 97 | 2.704 | 50 |
| met2 | 9 | 2.729 | 36 |
| met3 | 0 | 0.7955 | 13 |
| met4 | 0 | 0 | 0 |
| met5 | - | 0 | 0 |
Power figures rest on the tool's default switching activity, not on a simulated workload.
